==> /design/flow/design.v <==
module BH1750#(parameter Freq_MegaHZ = 50)(sys_clk, _rst, str, SCL, SDA, data, busy);
input sys_clk, _rst, str;
inout SCL, SDA;
output [15:0]data;
output busy;
wire RW, start;
reg [14:0]measure_cycle = 'd0;
reg [8:0]cnt = 'd0;
reg [3:0]state = 'd0;
parameter IDLE    = 4'h0;
parameter Address = 4'h1;
parameter Ack_0   = 4'h2;
parameter W_data  = 4'h3;
parameter Ack_1   = 4'h4;
parameter NAck_1  = 4'h5;
parameter R_data  = 4'h6;
parameter NAck_2  = 4'h7;
parameter stop    = 4'h8;
parameter write   = 1'b1;
parameter read    = 1'b0;
parameter ADDR_H  = 7'b1011100;
parameter ADDR_L  = 7'b0100011;
reg scl_iic = 1'b1, sda_iic = 1'b1;
reg scl_gate = 1'b1, sda_gate = 1'b1;
reg clk_iic = 1'b0;
assign data = Rxdata;
assign SCL = (!scl_gate)?1'bz:scl_iic; 
assign SDA = (!sda_gate)?1'bz:sda_iic;
assign busy = (state==IDLE&&measure_cycle>19500)?1'b0:1'b1;
assign RW = (measure_cycle<100)?1'b0:1'b1;
assign start = (str&&(measure_cycle<100||measure_cycle>19000))?1'b1:1'b0;
always@(posedge clk_iic)if(measure_cycle==20000) measure_cycle <= 'd0;else measure_cycle <= measure_cycle + 1'b1;
	always@(posedge sys_clk, negedge  _rst)begin
		if(!_rst)begin
			cnt     <= 'd0;
			clk_iic <= 1'b0;
		end
		else begin
			if(str)begin
				if(cnt==Freq_MegaHZ*5)begin 
					clk_iic <= ~clk_iic;
					cnt     <= 'd0;
				end
				else 
					cnt <= cnt + 1'b1;
			end
			else begin
				cnt     <= 'd0;
				clk_iic <= 1'b0;
			end
		end
	end
wire clk_IR = (state==stop)?1'b1:1'b0;
reg [ 7:0]Txdata  = 'h11;
reg [ 1:0]IR = 'd0;
	always@(posedge clk_IR)begin
		IR <= IR + 1'b1;
		case(IR)
			2'b00:Txdata <= 8'h00;
			2'b01:Txdata <= 8'h01;
			2'b10:Txdata <= 8'h07;
			2'b11:Txdata <= 8'h21;
		endcase
	end
reg [15:0]Rxdata  = 'd0;
reg [ 3:0]RxCnt   = 'hF;
reg [ 3:0]clk_cnt = 'hB;
reg [ 2:0]TxCnt   = 'd7;
reg [ 7:0]IRreg   = 'h0;
reg ack_flag      = 'b0;
	always@(posedge clk_iic, negedge  _rst)begin
		if(!_rst)begin
			Rxdata  <= 16'h0000;
			sda_iic <= 1'b1;
			scl_iic <= 1'b1;
			RxCnt   <= 4'hF;
			TxCnt   <= 3'd7;
			IRreg   <= 8'd0;
			state   <= IDLE;
		end
		else begin
			case(state)
				IDLE:begin
					TxCnt <= 3'd7;
					RxCnt <= 4'hF;
					ack_flag <= 1'b0;
					sda_gate <= write;
					scl_gate <= write;
					if(start)begin
						clk_cnt <= clk_cnt - 1'b1;
						if(clk_cnt=='d0)begin
							clk_cnt <= 'hB;
							IRreg   <= {ADDR_H, RW};
							state   <= Address;
						end
						else if(clk_cnt=='d1)
							scl_iic <= 1'b0;
						else if(clk_cnt=='d3)
							sda_iic <= 1'b0;
					end
					else begin
						sda_iic  <= 1'b1;
						scl_iic  <= 1'b1;
						clk_cnt  <= 4'hB;
						state    <= IDLE;
					end
				end
				Address:begin
					clk_cnt <= clk_cnt - 1'b1;
					if(clk_cnt=='d0)begin
						clk_cnt  <= 'hB;
						TxCnt    <= TxCnt - 1'b1;
						if(TxCnt=='d0)begin
							TxCnt    <= 3'd7;
							sda_gate <= read;
							state    <= Ack_0;
						end
						else 
							state <= Address;
					end
					else if(clk_cnt=='d2)
						sda_iic <= 1'b0;
					else if(clk_cnt=='d3)
						scl_iic <= 1'b0;
					else if(clk_cnt=='d8)
						scl_iic <= 1'b1;
					else if(clk_cnt=='d9)
						sda_iic <= IRreg[TxCnt];
				end
				Ack_0:begin
					clk_cnt <= clk_cnt - 1'b1;
					if(clk_cnt=='d0)begin
						if(ack_flag)begin
							clk_cnt  <= 'hB;
							ack_flag <= ~ack_flag;
							if(!IRreg[0])begin
								sda_gate <= write;
								state    <= W_data;
							end
							else begin
								RxCnt    <= 4'hF;
								sda_gate <= read;
								state    <= R_data;
							end
						end
						else begin
							clk_cnt <= 'd2;
							state   <= Ack_0;
						end
					end
					else if(clk_cnt=='d3)
						scl_iic <= 1'b0;
					else if(clk_cnt=='d8)
						scl_iic <= 1'b1;
					else if(clk_cnt<'d8)begin
						if(!SDA)
							ack_flag <= 1'b1;
						else
							ack_flag <= ack_flag;
					end
				end
				W_data:begin
					clk_cnt <= clk_cnt - 1'b1;
					if(clk_cnt=='d0)begin
						clk_cnt  <= 'd11;
						TxCnt    <= TxCnt - 1'b1;
						if(TxCnt=='d0)begin
							TxCnt    <= 3'd7;
							sda_gate <= read;
							state    <= Ack_1;
						end
						else 
							state <= W_data;
					end
					else if(clk_cnt=='d1)
						sda_iic <= 1'b0;
					else if(clk_cnt=='d3)
						scl_iic <= 1'b0;
					else if(clk_cnt=='d8)
						scl_iic <= 1'b1;
					else if(clk_cnt=='d9)
						sda_iic <= Txdata[TxCnt];
				end
				Ack_1:begin
					clk_cnt <= clk_cnt - 1'b1;
					if(clk_cnt=='d0)begin
						if(ack_flag)begin
							clk_cnt  <= 'hB;
							sda_gate <= write;
							ack_flag <= ~ack_flag;
							state <= stop;
						end
						else begin
							clk_cnt <= 'd2;
							state <= Ack_1;
						end
					end
					else if(clk_cnt=='d3)
						scl_iic <= 1'b0;
					else if(clk_cnt=='d8)
						scl_iic <= 1'b1;
					else if(clk_cnt<'d8)begin
						if(!SDA)
							ack_flag <= 1'b1;
						else
							ack_flag <= ack_flag;
					end
				end
				R_data:begin
					clk_cnt  <= clk_cnt - 1'b1;
					if(clk_cnt=='d0)begin
						clk_cnt  <= 'hB;
						RxCnt    <= RxCnt - 1'b1;
						if(RxCnt=='h8)begin
							sda_iic  <= 1'b0;
							sda_gate <= write;
							state    <= NAck_1;
						end
						else if(RxCnt=='h0)begin
							RxCnt    <= 4'hF;
							sda_gate <= write;
							state    <= NAck_2;
						end
						else 
							state <= R_data;
					end
					else if(clk_cnt=='d3)
						scl_iic <= 1'b0;
					else if(clk_cnt=='d8)
						scl_iic <= 1'b1;
					else if(clk_cnt=='d6)
						Rxdata[RxCnt] <= SDA;
				end
				NAck_1:begin
					clk_cnt <= clk_cnt - 1'b1;
					sda_iic <= 1'b0;
					if(clk_cnt=='d0)begin
						clk_cnt  <= 'hB;
						sda_gate <= read;
						state    <= R_data;
					end
					else if(clk_cnt=='d3)
						scl_iic <= 1'b0;
					else if(clk_cnt=='d8)
						scl_iic <= 1'b1;
				end
				NAck_2:begin
					clk_cnt <= clk_cnt - 1'b1;
					if(clk_cnt>1)
						sda_iic <= 1'b1;
					else
						sda_iic <= 1'b0;
					if(clk_cnt=='d0)begin
						clk_cnt  <= 'hB;
						sda_gate <= write;
						state    <= stop;
					end
					else if(clk_cnt=='d3)
						scl_iic <= 1'b0;
					else if(clk_cnt=='d8)
						scl_iic <= 1'b1;
				end
				stop:begin
					clk_cnt <= clk_cnt - 1'b1;	
					if(clk_cnt=='d0)begin
						clk_cnt <= 'hB;
						state   <= IDLE;
					end
					else if(clk_cnt=='d6)
						sda_iic <= 1'b1;
					else if(clk_cnt=='d8)
						scl_iic <= 1'b1;
				end
			endcase
		end
	end
endmodule 
module usage_BH1750(sys_clk, _rst, SCL, SDA);
input sys_clk, _rst;
inout SDA, SCL;	
wire busy; 
wire [15:0]Rxdata; 
	BH1750 #(.Freq_MegaHZ(50))
		U0(
			.sys_clk(sys_clk),
			._rst(_rst),
			.str(1'b1),
			.SCL(SCL),
			.SDA(SDA),
			.data(Rxdata),
			.busy(busy)
	);
endmodule 
==> /design/flow/run.sh <==
#!/bin/bash
# OpenROAD 26Q1-2900-gdf79404cd8, Yosys 0.63+post, stock flow scripts
make -C /OpenROAD-flow-scripts/flow DESIGN_CONFIG=/design/flow/config.mk WORK_HOME=/design/flow/orfs finish
==> /design/flow/config.mk <==
export PLATFORM = sky130hd
export DESIGN_NAME = usage_BH1750
export DESIGN_NICKNAME = usage_BH1750
export VERILOG_FILES = /design/flow/design.v
export SDC_FILE = /design/flow/constraint.sdc
export NUM_CORES = 4
export LEC_CHECK = 1
export CORE_UTILIZATION = 40
==> /design/flow/constraint.sdc <==
current_design usage_BH1750

set clk_period 3.2
set clk_io_pct 0.2

create_clock -name clk0 -period $clk_period [get_ports {sys_clk}]

set non_clock_inputs [all_inputs -no_clocks]
set_input_delay [expr $clk_period * $clk_io_pct] -clock clk0 $non_clock_inputs
set_output_delay [expr $clk_period * $clk_io_pct] -clock clk0 [all_outputs]
==> node_exporter_impl.prom <==
# HELP chip_impl_metric Physical implementation figures
# TYPE chip_impl_metric gauge
chip_impl_metric{name="synth_area_per_cell",unit="µm²"} 8.78
chip_impl_metric{name="post_cts_resized",unit=""} 0
chip_impl_metric{name="placement.io_buffers",unit=""} 1
chip_impl_metric{name="simple_gate_area_frac",unit=""} 0.226
chip_impl_info{name="synth_area_leader_cell",value="sky130_fd_sc_hd__dfxtp_1"} 1
chip_impl_metric{name="cts_htree_levels",unit=""} 1
chip_impl_metric{name="initCoreUtil",unit=""} 0.424
chip_impl_info{name="synthTopCellsByArea",value="sky130_fd_sc_hd__dfxtp_1, sky130_fd_sc_hd__dfrtp_1, sky130_fd_sc_hd__dfstp_2, sky130_fd_sc_hd__ha_1, sky130_fd_sc_hd__edfxtp_1"} 1
chip_impl_metric{name="mappedNetlistArea",unit="µm²"} 2940
chip_impl_metric{name="ys_cells",unit=""} 335
chip_impl_metric{name="gp_weighted_congestion",unit=""} 0.852
chip_impl_metric{name="edf_count",unit=""} 5
chip_impl_info{name="most_common_cell",value="sky130_fd_sc_hd__nor2_1"} 1
chip_impl_metric{name="cell_rows",unit=""} 30
chip_impl_metric{name="yosys.area.top_type_share",unit=""} 0.143
chip_impl_metric{name="cts_made_buffers",unit=""} 3
chip_impl_metric{name="postCtsSetupBuffers",unit=""} 0
chip_impl_metric{name="synth_adder_area_share",unit=""} 0.0595
chip_impl_metric{name="unconstrained_endpoints",unit=""} 47
chip_impl_metric{name="postSynthRegisterBits",unit=""} 51
chip_impl_metric{name="die-height",unit="µm"} 87.8
chip_impl_metric{name="synthMuxAreaShare",unit=""} 0.0179
chip_impl_metric{name="postSynthCellCount",unit=""} 335
chip_impl_info{name="clk_root_buffer_cell",value="sky130_fd_sc_hd__clkbuf_8"} 1
chip_impl_metric{name="ys_chip_area",unit="µm²"} 2940
chip_impl_info{name="synthTopCellsByCount",value="sky130_fd_sc_hd__nor2_1, sky130_fd_sc_hd__nand2_1, sky130_fd_sc_hd__a21oi_1"} 1
chip_impl_metric{name="synthDistinctLibCells",unit=""} 58
chip_impl_metric{name="yosys.area_share.aoi",unit=""} 0.191
chip_impl_metric{name="io-pin-count",unit=""} 4
chip_impl_info{name="run_status",value="stopped before the end"} 1
chip_impl_metric{name="post_cts_hold_buffers",unit=""} 0
chip_impl_metric{name="post_synth_xor_area_fraction",unit=""} 0.0506
chip_impl_info{name="failing_step",value="clock tree synthesis"} 1
chip_impl_metric{name="async_flop_share",unit=""} 0.490
chip_impl_metric{name="hpwlAfterDp",unit="mm"} 4.15
chip_impl_metric{name="number_of_register_pins_that_no_clock_reaches",unit=""} 41
chip_impl_metric{name="cts_max_path_buffers",unit=""} 2
chip_impl_info{name="error",value="[error] [KeplerFormal.cpp:679] Workflow failed: Iso has multiple drivers: .SCL0, SCL$_DFFE_PN1P_.Q0"} 1
chip_impl_metric{name="synth_seq_share",unit=""} 0.410
chip_impl_info{name="synth.logic.top_family",value="simple AND/OR/NAND/NOR gates"} 1
chip_impl_info{name="main_synth_ff_type",value="sky130_fd_sc_hd__dfxtp_1"} 1
chip_impl_metric{name="synth.yosys.warnings",unit=""} 3
chip_impl_metric{name="die_x",unit="µm"} 87.8
-- per-stage QoR --
| stage | instances | setup slack (ns) | area (µm²) | total power [mW] |
|---|---|---|---|---|
| global placement | 423 | 1.41 | 3050 | 0.141 |
| floorplan | 335 | 1.60 | 2940 | 0.132 |
| detailed placement | 423 | 1.40 | 3050 | 0.141 |
-- cell families after synthesis --
logic type / count (synthesis)
xor gates and xnor gates: 17
other: 1
buffers and inverters: 34
AOI/OAI and AO/OA: 85
muxes: 5
and+or+nand+nor: 128
adders and majority gates: 14
DFF: 51
No activity file was given, so power comes from the tool's default toggle rates.
